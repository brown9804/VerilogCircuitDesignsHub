--- /design/flow/design.v ---
module mux21_2b(
input wire clk,
input wire reset,
input wire select,
input wire [1:0] in0,
input wire [1:0] in1,
input wire in0_valid,
input wire in1_valid,
output reg [1:0] out_b,
output reg out_valid_b
);
reg [1:0] out_con;
reg out_val;
always @(posedge clk)  
    begin
    if (reset == 0)  
      begin
          out_b <= 0;
          out_valid_b <= 0;
      end  
    else begin  
    case(select)
        0:   begin
            if (in0_valid == 1)
              begin
                    out_valid_b <= in0_valid;
                    out_b <= in0;
              end  
              else begin
                    out_valid_b <= 0;
              end  
        end  
        1: begin
            if (in1_valid == 1)
            begin
                out_valid_b <= in1_valid;
                out_b <= in1;
            end  
            else begin
                 out_valid_b <= 0;
            end
        end  
        default: begin
            out_valid_b <= 0;
            out_b <= 2'b00;
        end  
    endcase  
    end  
 end  
endmodule
--- /design/flow/run.sh ---
#!/bin/bash
# OpenROAD 26Q1-2900-gdf79404cd8, Yosys 0.63+post, stock flow scripts
make -C /OpenROAD-flow-scripts/flow DESIGN_CONFIG=/design/flow/config.mk WORK_HOME=/design/flow/orfs finish
--- /design/flow/config.mk ---
export PLATFORM = sky130hd
export DESIGN_NAME = mux21_2b
export DESIGN_NICKNAME = mux21_2b
export VERILOG_FILES = /design/flow/design.v
export SDC_FILE = /design/flow/constraint.sdc
export NUM_CORES = 4
export LEC_CHECK = 1
export CORE_AREA = 10 10 70 70
export DIE_AREA = 0 0 80 80
--- /design/flow/constraint.sdc ---
current_design mux21_2b

set clk_period 1.3
set clk_io_pct 0.2

create_clock -name clk0 -period $clk_period [get_ports {clk}]

set non_clock_inputs [all_inputs -no_clocks]
set_input_delay [expr $clk_period * $clk_io_pct] -clock clk0 $non_clock_inputs
set_output_delay [expr $clk_period * $clk_io_pct] -clock clk0 [all_outputs]
==> flow_metrics.py <==
# Flow results
metrics = {
    "critical_path": {
        "startpoint_type": "input pin",
        "max_stage_delay_ps": 500,
        "required_ps": 1420,
        "crit_type": "in -> reg",
        "cp_cell_sequence": "clkdlybuf4s50_1, mux2_4, o211a_1",
        "rrSetupSlack_ps": 670,
        "endpoint_kind": "register",
        "path_delay_family": "buffers and inverters",
        "timing.rr.start": "out_b[1]",
        "crit_fanout": 5,
        "cp.arrival_ps": 1290,
        "worstRegToRegCells": 1,
        "critPathBufInv": 1,
        "worstReg2RegEnd": "out_b[1]",
        "crit_slowest_cell": "clkdlybuf4s50_1",
    },
    "die": {
        "die_w_um": 80,
        "fp_util": 0.0381,
        "die_h_um": 80,
        "core_area_um2": 3420,
        "io-pin-count": 12,
        "rows": 21,
        "dieArea_um2": 6400,
    },
    "timing": {
        "tightest_slew_ps": 141,
        "rsz0062_at_grt": "no",
        "slew_headroom": 0.904,
        "min_period_ps": 1180,
        "hold-worst-slack_ps": 493,
        "setup_slack_ps": 122,
        "hold_viol": 0,
        "skew_ps": 0,
        "fmax_ghz": 0.849,
        "finalSetupViolCount": 0,
        "fin_crit_sh": 0.906,
        "drv_slew": 0,
    },
    "synth": {
        "ys_cells": 11,
        "avgSynthCellArea_um2": 11.8,
        "postSynthSeqShare": 0.462,
        "yosys.area.top_type_share": 0.462,
        "synth_chip_area_um2": 130,
        "most_common_cell": "dfxtp_1",
        "synth_warnings": 1,
        "syn_area_um2": 130,
        "synth-edff-count": 0,
        "synth-main-ff-cell": "dfxtp_1",
        "yosys-top-cells-area": "dfxtp_1, mux2i_1, o211a_1",
        "common_cells": "dfxtp_1, mux2i_1, nand2_1, o211a_1",
        "async_flop_share": 0,
        "synth-seq-cells": 3,
        "ys_types": 6,
        "top_area_cell": "dfxtp_1",
        "syn-instance-count": 11,
    },
    "placed_design": {
        "gp_congestion": 0.661,
        "port-buffer-count": 11,
        "dp.cells": 69,
        "postPlaceCellArea_um2": 305,
        "post-place-ws_ps": -119,
    },
    "global_routing": {
        "grt.overflow.total": 0,
        "antenna_found_initial": 0,
        "grtUsageTotal": 0.0174,
        "grt_start_max_net_pins": 6,
        "grt_pass1_wl_um": 759,
        "grt_pass1_vias": 168,
    },
    "routing": {
        "antennaDiodeCount": 0,
        "drt-total-wl_um": 513,
        "drt_pass1_iterations": 2,
        "drtAntennaViolNets": 0,
        "viasPerCell": 1.96,
        "drt_iter0_drc": 10,
        "drc": 0,
        "via_count": 143,
        "routedWlPerCell_um": 7.03,
    },
    "hold_path": {
        "hold_depth": 1,
        "hp-class": "reg -> reg",
        "whs_endpoint": "out_b[1]",
        "worstHoldStart": "out_b[1]",
    },
    "pwr": {
        "seq_power_share": 0.324,
        "clkPwrFrac": 0.499,
        "ir_worst_vdd_v": 0.000145,
        "p_leak_nw": 0.157,
        "internal_power_mw": 0.258,
        "p_sw_mw": 0.0635,
        "pwr-share-comb": 0.178,
        "p_sw_frac": 0.197,
        "powerDensity_nw_per_um2": 967,
    },
    "run_status": {
        "status": "finished clean",
    },
    "clock_network": {
        "hold_buffers": 0,
        "root_buffer": "clkbuf_4",
        "cts.path.max_buffers": 2,
        "htreeDepth": 1,
        "clock_sinks": 3,
        "tritoncts": "yes",
        "cts_buffers": 3,
        "clock_latency_ps": 230,
        "path_clk_slew_ps": 30,
    },
    "finish": {
        "stdcell_count": 73,
        "num-fill-cells": 408,
        "logic_area_um2": 70.1,
        "area_growth_syn_to_layout_pct": 156,
        "postLayoutCellArea_um2": 333,
        "regArea_um2": 61.3,
        "post-route-util": 0.0974,
        "layout-drive-gt1-share": 0.259,
    },
    "job": {
        "tool_warnings": 25,
        "drv_cap": 0,
    },
}
## routing by layer
layer	vias to the layer above	share of wire	global-route usage
met1	64	0.28	0.0106
met5	-	0	0
met3	0	0.27	0.0307
met4	0	0	0.00352
met2	7	0.45	0.0241
li1	72	-	-
## stage by stage
stage,power (mW),setup TNS (ps)
after global placement,0.168,-321
after global routing,0.347,0
after detailed placement,0.168,-342
after CTS,0.333,0
after floorplan,0.120,0
final,0.322,0
## power groups by stage
| stage | Combinational (mW) | Sequential (mW) | Clock [mW] |
|---|---|---|---|
| 4_1_cts | 0.0598 | 0.105 | 0.169 |
| 6_report | 0.0572 | 0.104 | 0.160 |
| 5_1_grt | 0.0637 | 0.105 | 0.178 |
## flip-flops by register name, summed over array words and instances (netlist names)
| signal | cells |
|---|---|
| out_b | 2 |
| out_valid_b | 1 |
## cell usage in the layout (no fill, tap or decap)
cell,n
clkdlybuf4s50_1,8
clkbuf_4,3
mux2i_1,2
nand2_1,2
o211a_1,2
dfxtp_1,2
dlygate4sd2_1,2
mux2_4,1
and2_2,1
clkbuf_1,1
dfxtp_2,1
dlymetal6s2s_1,1
buf_4,1
## cell type report
| cell class | count | area share |
|---|---|---|
| clock buffer | 4 | 0.0789 |
| multi-input combinational | 8 | 0.211 |
| sequential | 3 | 0.184 |
| tap | 46 | 0.173 |
| timing repair buffer | 12 | 0.353 |
## kinds of logic after synthesis
| kind of cell | count (synthesis) | synth area share |
|---|---|---|
| simple gates | 3 | 0.115 |
| flops | 3 | 0.462 |
| mux | 3 | 0.269 |
| compound gates | 2 | 0.154 |
## worst max-delay path by stage
stage / start / endpoint / slack, ps / cells after the start
final: select / out_b[1] / 120 / 3
after global routing: select / out_b[1] / 100 / 3
after CTS: out_valid_b / out_valid_b / 30 / 1
## repair_timing
item | CTS | global route
endpoints found under the setup margin | 2 | 1
resized | 3 | 1
buffers inserted | 0 | 0
hold endpoints to repair | 0 | 0
Power and IR drop assume default switching activity.
